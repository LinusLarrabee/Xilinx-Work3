`flow/design.v`:
```
`timescale 1ns / 1ps
module state(input clk,rst, output reg [5:0] light
    );
	 reg [3:0] state;
	 parameter s0 = 0,s1 = 1,s2 = 2,s3 = 3,s4 = 4,s5 = 5,s6 = 6;
	 always @(posedge clk or negedge rst ) begin
		if (!rst)
			state <=s0;
		else case(state)
			s0: begin
				state <=s1;
				light = 6'b111111;
			end
			s1: begin
				state<=s2;
				light = 6'b101010;
			end
			s2: begin
				state<=s3;
				light = 6'b100011;
			end
			s3: begin
				state<=s4;
				light = 6'b100111;
			end
			s4: begin
				state<=s5;
				light = 6'b100101;
			end
			s5: begin
				state<=s6;
				light = 6'b100100;
			end
			s6: begin
				state<=s0;
				light = 6'b000000;
			end
		endcase
			end		
endmodule
```
`flow/run.sh`:
```
#!/bin/bash
# OpenROAD 26Q1-2900-gdf79404cd8, Yosys 0.63+post, stock flow scripts
make -C /OpenROAD-flow-scripts/flow DESIGN_CONFIG=/design/flow/config.mk WORK_HOME=/design/flow/orfs finish
```
`flow/config.mk`:
```
export PLATFORM = sky130hd
export DESIGN_NAME = state
export DESIGN_NICKNAME = state
export VERILOG_FILES = /design/flow/design.v
export SDC_FILE = /design/flow/constraint.sdc
export NUM_CORES = 4
export LEC_CHECK = 1
export CORE_AREA = 10 10 77 77
export DIE_AREA = 0 0 87 87
```
`flow/constraint.sdc`:
```
current_design state

set clk_period 2.3
set clk_io_pct 0.2

create_clock -name clk0 -period $clk_period [get_ports {clk}]

set non_clock_inputs [all_inputs -no_clocks]
set_input_delay [expr $clk_period * $clk_io_pct] -clock clk0 $non_clock_inputs
set_output_delay [expr $clk_period * $clk_io_pct] -clock clk0 [all_outputs]
```
==> changes_impl.md <==
### Implementation results

* Status: finished clean
* #FFs+latches synth at 13
* Antenna diodes at 0
* VDD IR-drop max at 417 uV
* Initial antenna violation count at 0
* Critical-path cell list: clkdlybuf4s50_1, o31a_1
* Post-synth EDFFs at 6
* Adder share at 0%
* Depth of the CTS H-tree at 1
* Yosys cell count at 27
* Final setup fails at 0
* CTS sink count at 13
* Pwr Total at 0.437 mW
* Maximum clock rate at 630 MHz
* Tot GR Track Use at 1.98%
* CTS tree: done
* Remaining global-route overflow at 0
* Residual DRC at 0
* Register-to-Register Setup Slack at 750 ps
* Final TNS setup at 0 ps
* # resized after CTS at 0
* Crit path max-delay cell type: clkdlybuf4s50_1
* Fin Hold WS at 398 ps
* Top area cell types: edfxtp_1 (42%), dfrtp_1 (35%), dfstp_2 (6.1%), nor3_1 (3.5%), or3_1 (2.9%)
* Slew Viols, Final at 0
* Post-DP HPWL at 539 um
* Drt total wl at 736 um
* Die Wd at 87 um
* Worst Hold Class: flip-flop to flip-flop
* CP max stage delay at 660 ps
* Cts hold-fix bufs at 0
* CP arrival at 1500 ps
* Syn avg cell area at 16.0 um^2
* Longest Clk Path Bufs at 2
* Crit share post-route at 69.0%
* Detail Route Antenna Nets at 0
* Core Region at 0.00435 mm^2
* Cell variety after synth at 12
* Worst-Margin Slew at 334 ps
* Delay-heaviest family, CP: buffers and inverters
* YS warnings at 1
* Worst-path maximum fanout at 8
* Slew headroom at 77.7%
* Unrepaired setup endpoints after global routing: no
* Final Hold Viols at 0
* Synth Cell Area at 432 um^2
* Aoi share at 6.09%
* Worst Path Required at 2210 ps
* YS chip area at 432 um^2
* Number of global-route vias before repair at 244
* Mux area share at 0%
* Share of cells above drive strength 1 at 10.8%
* Most used DFF post-synth: edfxtp_1
* Number of I/O pins at 8
* Tool warning count at 25
* Floorplan core density at 9.91%
* Commonest cells post-synth: dfrtp_1 (6), edfxtp_1 (6), nor3_1 (3)
* First-pass GRT wire length at 1.18 mm
* Vias per cell at 2.72
* Simple-Gate Area Share at 10.1%
* Yosys top cell by area: edfxtp_1
* 1st-iter DRT viols at 35
* Area growth syn-to-layout at 40.6%
* Layout Skew at 1.49 ps
* Max Cap Viol at 0
* Post-synth top area share at 41.7%
* CP bufs+invs at 1
* LEAKAGE at 0.203 nW
* CP Launch Type: input port
* Asr flop ratio synth at 53.8%
* Post-synthesis instance total at 27
* Setup repair bufs after CTS at 0
* Clock transition at path regs at 50 ps
* Kind of critical path: input port to flip-flop
* Min Tclk post-route at 1590 ps
* Chip area at 0.00757 mm^2
* Number of I/O port buffers at 7
* Clock Latency Late Sink at 240 ps
* Drt pass-1 iters at 2
* Final GP Congestion at 0.743
* Routed wire per std cell at 8.27 um
* Pin count of the biggest net entering global routing at 9
* Via count at 242
* Xor/xnor share of the synthesized area at 0%
* Top comb family, area: simple AND/OR/NAND/NOR gates
* Register area share after synthesis at 82.6%
* TritonCTS buffer count at 3
* DIE HEIGHT at 87 um
* CTS root buf: clkbuf_8
* PwrDens at 721 mW/mm^2
* Final Util at 13.9%
* Crit. End Element: flip-flop
* Row Count at 24
==> through the flow <==
| stage | instances | worst slack (ps) | instance area [um^2] |
|---|---|---|---|
| final | 89 | 713 | 607 |
| after global routing | 89 | 652 | 607 |
| after CTS | 89 | 701 | 607 |
| after detailed placement | 85 | 456 | 562 |
| after global placement | 85 | 527 | 562 |
| after floorplan | 27 | 837 | 432 |
==> state kept, by name (all words and copies together) (netlist names) <==
signal	cells
light	6
state	7
==> where the power goes <==
| group | internal [mW] | switching (mW) | total, mW |
|---|---|---|---|
| logic | 0.00156 | 0.00240 | 0.00397 |
| registers | 0.242 | 0 | 0.242 |
| clock network | 0.121 | 0.0697 | 0.191 |
| total | 0.365 | 0.0721 | 0.437 |
==> routing by layer <==
layer | vias to the layer above | GRT usage (%) | share of wire, %
met5 | - | 0 | 0
met1 | 113 | 3.20 | 61
met4 | 0 | 0.147 | 0
met3 | 0 | 1.89 | 13
li1 | 118 | - | -
met2 | 11 | 1.67 | 25
==> final timing paths <==
check                                         from            endpoint  cells past startpoint
worst min-delay path            state[0]$_DFF_PN1_  state[4]$_DFF_PN0_                      0
worst max register to register  state[6]$_DFF_PN0_  light[4]$_DFFE_PP_                      2
min in group asynchronous                      rst  state[6]$_DFF_PN0_                      1
max in group asynchronous                      rst  state[0]$_DFF_PN1_                      1
worst max-delay path                           rst  light[4]$_DFFE_PP_                      2
worst min register to register  state[0]$_DFF_PN1_  state[4]$_DFF_PN0_                      0
==> area by class of cell <==
class                   count  area [um^2]
well taps                  52         65.1
flip-flops and latches     13          357
fillers                   468         3750
multi-input cells          13         70.1
repair buffers              7         70.1
clock buffers               4         45.0
==> cell families after synthesis <==
logic type / Yosys count
and+or+nand+nor: 9
DFF: 13
buffers and inverters: 1
AOI/OAI and AO/OA: 4
==> layout by cell type (no fill, tap or decap), drive strengths merged <==
cell type      count
nand2              1
o21bai             1
dfrtp              6
o21ai              2
or3                2
clkdlybuf4s50      7
nor2               2
clkbuf             4
o31a               1
nand3              1
dfstp              1
edfxtp             6
nor3               3
Power figures rest on the tool's default switching activity, not on a simulated workload.
