**flow/design.v**
```verilog
module Key(Sys_CLK,Key_In,Key_Out);
input Sys_CLK;
input [1:0]Key_In;
output [1:0]Key_Out;
reg [15:0]Div_Cnt;
reg Div_CLK;
reg [11:0]Key_Temp[1:0];
initial
begin
	Div_CLK = 1'd0;
	Div_Cnt = 16'd0;
end
always@(posedge Sys_CLK)
begin
	if(Div_Cnt == 16'd25000)
	begin
		Div_Cnt = 16'd0;
		Div_CLK = ~Div_CLK;
	end
	else
		Div_Cnt = Div_Cnt + 1'd1;
end
always@(posedge Div_CLK)
begin
	Key_Temp[0] <= (Key_Temp[0] << 1) + Key_In[0];
	Key_Temp[1] <= (Key_Temp[1] << 1) + Key_In[1];
end
assign Key_Out[0] = &Key_Temp[0];
assign Key_Out[1] = &Key_Temp[1];
endmodule
```
**flow/run.sh**
```bash
#!/bin/bash
# OpenROAD 26Q1-2900-gdf79404cd8, Yosys 0.63+post, stock flow scripts
make -C /OpenROAD-flow-scripts/flow DESIGN_CONFIG=/design/flow/config.mk WORK_HOME=/design/flow/orfs finish
```
**flow/config.mk**
```make
export PLATFORM = sky130hd
export DESIGN_NAME = Key
export DESIGN_NICKNAME = Key
export VERILOG_FILES = /design/flow/design.v
export SDC_FILE = /design/flow/constraint.sdc
export NUM_CORES = 4
export LEC_CHECK = 1
export CORE_AREA = 10 10 103 103
export DIE_AREA = 0 0 113 113
```
**flow/constraint.sdc**
```tcl
current_design Key

set clk_period 2.8
set clk_io_pct 0.2

create_clock -name clk0 -period $clk_period [get_ports {Sys_CLK}]

set non_clock_inputs [all_inputs -no_clocks]
set_input_delay [expr $clk_period * $clk_io_pct] -clock clk0 $non_clock_inputs
set_output_delay [expr $clk_period * $clk_io_pct] -clock clk0 [all_outputs]
```
==> metrics.yaml <==
fin_tns_setup_ns: 0
syn_inst: 108
regArea_sq_um: 830.8
synth_area_sq_um: 1280
gp_congestion: 0.7924
required_ns: 2.94
synth-seq-cells: 41
drive_above_1_share_pct: 8.696
place_inst: 216
grt_max_degree: 26
p_leak_nw: 0.5242
fin_crit_ns: 1.620
crit_chain: "inv_1 -> ha_1 -> nor3b_1 -> and4_1 -> nor2_1 -> mux2_2"
post_cts_resized: 0
grt_usage_pct: 2.677
cpLargestDelayFamily: "simple AND/OR/NAND/NOR gates"
common_cells: "40 x dfxtp_1, 10 x nand4_1, 8 x nor2_1"
antenna_found_initial: 0
area_growth_pct: 16.42
fp_util_pct: 15.42
synth_top_flop_cell: "dfxtp_1"
wl_per_cell_um: 8.009
hold_path_class: "flop to flop"
routed_via_density: 3.368
async_flop_share_pct: 0
unclocked_pins: 24
fmax_mhz: 617.3
die_h_um: 113
r2r_slack_ns: 1.18
fill_cells: 902
syn_avg_cell_area_sq_um: 11.85
yosys.area.top_type: "dfxtp_1"
synth.distinct_cells: 26
post_cts_buffers: 0
place.port_buffers: 4
die-area_sq_um: 12770
hp-start: "Div_Cnt[15]"
cap_violations: 0
die_w_um: 113
untimed_endpoints: 26
cp_num_buf_inv: 1
clock-root-buffer: "clkbuf_8"
status: "completed"
cp.arrival_ns: 1.76
critical_path.max_stage_delay_ns: 0.44
max-slew-margin-rel_pct: 60.42
antenna_cells: 0
yosys_area_sq_um: 1280
clockBufferDepth: 2
edf_count: 1
min_path_cells: 1
fp.coreArea_sq_um: 8299
top_cells_by_area: "dfxtp_1 63%, nand4_1 4.9%, xnor2_1 4.8%"
drt_iter0_drc: 20
mi_logic_area_sq_um: 426.7
tool_warnings: 26
slowest_stage: "and4_1"
drt_first_pass_iters: 4
fin_cells: 220
cts-htree-levels: 1
dp_hpwl_um: 1339
worstRegToRegCells: 6
ir_drop_v: 0.0002347
setup_violations: 0
r2r-start: "Div_Cnt[0]"
overflow: 0
critPathKind: "flop to flop"
grt_pass1_vias: 637
ys_seq_share_pct: 64.91
most_common_cell: "dfxtp_1"
cts_tree: "yes"
hold_buffers: 0
ios: 5
crit_path_max_fanout: 10
cts_made_buffers: 3
drc: 0
critPathLaunchType: "flop"
grt_pass1_wl_um: 2973
final_max_slew_viol_count: 0
yosys_cells: 108
period_used_pct: 57.86
rows: 33
powerDensity_nw_per_um2: 284.6
drt-total-wl_um: 1762
clk_latency_ns: 0.25
synth_top_area_share_pct: 62.56
timing_hold_violations_final: 0
fin_worst_skew_ns: 0.003979
endpoint_kind: "flop"
path_clk_slew_ns: 0.07
rsz0062_at_grt: "false"
holdPathEnd: "Div_Cnt[15]"
ant_nets: 0
reg2reg_to: "Div_Cnt[14]"
synth_warnings: 2
dr_total_vias: 741
max_slew.worst_pin.slew_ns: 0.5936
## cells in the final DEF, fill, tap and decap left out, types with 3 or more instances in the layout
| master | netlist | final |
|---|---|---|
| clkbuf_8 | 0 | 3 |
| inv_1 | 4 | 4 |
| nand4_1 | 10 | 10 |
| nand2_1 | 5 | 5 |
| clkdlybuf4s50_1 | 0 | 4 |
| dfxtp_1 | 40 | 40 |
| nor2_1 | 8 | 8 |
| nand3_1 | 3 | 3 |
| nor3_1 | 3 | 3 |
| xor2_1 | 4 | 4 |
| xnor2_1 | 7 | 7 |
## registers in the layout, indices dropped and copies added (netlist names)
signal and flops:
Div_CLK 1, Div_Cnt 16, Key_Temp 24
## per-stage QoR
step	setup slack, ns	cell area [sq um]	util (%)	hold WS [ns]	total power [mW]
floorplan	1.369	1280	-	0.4352	0.2494
finish	1.180	1490	17.96	0.4603	0.4242
global placement	1.133	1444	17.40	0.4537	0.2521
global route	1.013	1490	17.96	0.4815	0.4410
CTS	1.169	1490	17.96	0.4689	0.4322
detailed placement	1.174	1444	17.40	0.4591	0.2521
## layout make-up
| cell class | instances | share of cell area (%) |
|---|---|---|
| flip-flops and latches | 41 | 55.75 |
| multi-input cells | 62 | 28.63 |
| well taps | 105 | 8.816 |
| clock buffers | 3 | 2.771 |
| repair buffers | 4 | 2.687 |
| inverters | 4 | 1.008 |
| clock inverters | 1 | 0.3359 |
## layer usage
metal	vias up	wire (um)	GRT usage, %	share of wire (%)
li1	395	-	-	-
met1	337	997	4.358	57
met2	9	658	3.303	37
met3	0	106	1.122	6.0
met4	0	0	0	0
met5	-	0	0	0
## how the worst max path moves through the flow
stage / from / end / slack [ns] / depth (start not counted)
4_1_cts: Div_Cnt[0] / Div_Cnt[14] / 1.17 / 6
5_1_grt: Div_Cnt[0] / Div_Cnt[14] / 1.01 / 6
6_report: Div_Cnt[0] / Div_Cnt[14] / 1.18 / 6
## cell families after synthesis
kind of cell,share of synthesized area [%]
XOR/XNOR,7.527
AND/OR/NAND/NOR,21.41
flip-flops,64.91
AND-OR/OR-AND,1.564
buffers and inverters,1.759
adder cells (fa/ha/maj),1.955
multiplexers,0.8797
## worst reg2reg max path, stage by stage (launching register included)
cell and delay, ns:
dfxtp_1 0.34, inv_1 0.07, ha_1 0.13, nor3b_1 0.18
and4_1 0.45, nor2_1 0.08, mux2_2 0.26
## report_power, final
part           total (mW)  internal, mW  switching, mW
Sequential          0.244         0.244              0
Clock               0.178        0.0985         0.0790
Combinational     0.00271       0.00239       0.000314
No activity file was given, so power comes from the tool's default toggle rates.
